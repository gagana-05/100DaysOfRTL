--- flow/config.mk ---
export PLATFORM = sky130hd
export DESIGN_NAME = countLoad
export DESIGN_NICKNAME = countLoad
export VERILOG_FILES = /design/flow/design.v
export SDC_FILE = /design/flow/constraint.sdc
export NUM_CORES = 4
export LEC_CHECK = 1
export CORE_AREA = 10 10 70 70
export DIE_AREA = 0 0 80 80
--- flow/constraint.sdc ---
current_design countLoad

set clk_period 1.9
set clk_io_pct 0.2

create_clock -name clk0 -period $clk_period [get_ports {clk}]

set non_clock_inputs [all_inputs -no_clocks]
set_input_delay [expr $clk_period * $clk_io_pct] -clock clk0 $non_clock_inputs
set_output_delay [expr $clk_period * $clk_io_pct] -clock clk0 [all_outputs]
--- flow/design.v ---
module countLoad#(parameter N=4)(clk, reset, load, load_val, out);
input clk, reset, load;
input [N-1:0] load_val;
output [N-1:0] out;
reg [N-1:0]count_reg;
reg [N-1:0] load_reg, nxt_count;
always @(posedge clk or posedge reset)begin
    if(reset) 
    load_reg <= 0;
    else if(load)
    load_reg <= load_val;
end
always @(posedge clk or posedge reset)begin
    if(reset) 
    count_reg <= 0;
    else
    count_reg <= nxt_count;
end
assign nxt_count = load ? load_val : (count_reg == 4'hf) ? load_reg : count_reg + 1;
assign out = count_reg;
endmodule
--- flow/run.sh ---
#!/bin/bash
# OpenROAD 26Q1-2900-gdf79404cd8, Yosys 0.63+post, stock flow scripts
make -C /OpenROAD-flow-scripts/flow DESIGN_CONFIG=/design/flow/config.mk WORK_HOME=/design/flow/orfs finish
==> results.sh <==
# physical design summary
export IMPL_chip_area_mm2=0.00640
export IMPL_track_usage_pct=2.87
export IMPL_synthDominantCellAreaShare_pct=54.6
export IMPL_dr_pass1_iters=1
export IMPL_avgRoutedWirePerCell_um=8.64
export IMPL_ant_nets=0
export IMPL_slew_headroom_pct=79.7
export IMPL_yosysWarnings=2
export IMPL_log_warning_count=25
export IMPL_fp_utilization_pct=10.7
export IMPL_grt_pass1_wl_mm=1.50
export IMPL_syn_area_per_cell_um2=9.17
export IMPL_worst_setup_path_type="flip-flop to output port"
export IMPL_ys_cells=40
export IMPL_max_cap_violations=0
export IMPL_ys_ff=8
export IMPL_boundaryPins=11
export IMPL_viasPerCell=3.21
export IMPL_cts_root_buf="clkbuf_4"
export IMPL_crit_family="buffers and inverters"
export IMPL_drt_iter0_markers=0
export IMPL_postSynthSeqShare_pct=54.6
export IMPL_critPathMaxFanout=5
export IMPL_path_clk_slew_ns=0.06
export IMPL_drv_slew=0
export IMPL_die_height_um=80
export IMPL_drive_gt1_share_pct=9.43
export IMPL_cts_buffers=3
export IMPL_vias=318
export IMPL_cts_setup_buffers=0
export IMPL_fill_cells=393
export IMPL_crit_buf_inv=1
export IMPL_setup_viol_count_final=0
export IMPL_p_leak_nw=0.238
export IMPL_grt_ovfl_total=0
export IMPL_clock_path_buffers=2
export IMPL_required_ns=1.52
export IMPL_antenna_cells=0
export IMPL_ys_types=16
export IMPL_peakVddDrop_mv=0.197
export IMPL_wirelength_um=855
export IMPL_worst_skew_pair_late_latency_ns=0.25
export IMPL_synth_cells=40
export IMPL_final_util_pct=16.1
export IMPL_cts_tree="built"
export IMPL_grt_max_degree=14
export IMPL_grt_setup_unrepaired="false"
export IMPL_path_cells="clkdlybuf4s50_1"
export IMPL_core_mm2=0.00342
export IMPL_hold_viol_final=0
export IMPL_end_kind="output port"
export IMPL_fmax_mhz=646
export IMPL_cp_start_kind="flip-flop"
export IMPL_cts_sinks=8
export IMPL_antenna_found_initial=0
export IMPL_synthToLayoutAreaGrowth_pct=50.2
export IMPL_cts_resized=0
export IMPL_r2r_end="count_reg[1]"
export IMPL_ys_area_um2=367
export IMPL_critPathSlowestCell="clkdlybuf4s50_1"
export IMPL_drc=0
export IMPL_cp_arrival_ns=1.17
export IMPL_min_path_type="input port to async pin"
export IMPL_finalClockPeriodUsage_pct=81.5
export IMPL_grt_pass1_vias=365
export IMPL_area_leaders="dfrtp_1 55%, nand2_1 7.2%, o21ai_0 6.8%"
export IMPL_dp_hpwl_um=717
export IMPL_clock_skew_final_ns=0.00421
export IMPL_finalSetupTns_ns=0
export IMPL_fin_crit_ns=1.55
export IMPL_worstRegToRegCells=4
export IMPL_cts_max_level=1
export IMPL_outcome="completed"
export IMPL_die_w_um=80
export IMPL_timing_rr_start="count_reg[0]"
export IMPL_syn_cell_area_um2=367
export IMPL_gp_congestion=0.746
export IMPL_tightestPinTransition_ns=0.304
export IMPL_place_area_um2=528
export IMPL_p_per_area_mw_per_mm2=760
export IMPL_rrSetupSlack_ns=0.66
export IMPL_port_buffers=10
export IMPL_critPathMaxStageDelay_ns=0.50
export IMPL_holdBufCountCts=0
export IMPL_final_area_um2=551
export IMPL_core_rowCount=21
export IMPL_whs_ns=0.373
export IMPL_top_area_cell="dfrtp_1"
==> placed cells by master, fill, tap and decap left out, drive strengths merged <==
master         count
nor2               2
o31ai              1
mux2i              1
dfrtp              8
nand2              7
nand3              1
clkbuf             3
o311ai             2
a21oi              2
or4                1
inv                7
ha                 1
clkdlybuf4s50     10
a211oi             1
o21ai              5
buf                1
==> cells by family after synthesis <==
kind of cell | count (synthesis) | share of synthesized area, %
mux | 1 | 2.73
compound gates | 11 | 18.4
fa+ha+maj | 1 | 3.41
flops | 8 | 54.6
buf+inv | 8 | 8.19
simple gates | 11 | 12.6
==> final cells by class <==
type	count	area, um^2	area share (%)
timing repair buffer	11	108	19.5
multi-input combinational	24	136	24.8
inverter	7	26.3	4.77
clock buffer	3	22.5	4.09
sequential	8	200	36.4
tap	46	57.6	10.5
==> cell usage after synthesis <==
library cell,count
a211oi_1,1
a21oi_1,2
clkbuf_1,1
dfrtp_1,8
ha_1,1
inv_1,6
inv_2,1
mux2i_1,1
nand2_1,7
nand3_1,1
nor2_1,2
o21ai_0,5
o311ai_0,1
o311ai_1,1
o31ai_1,1
or4_1,1
==> stage by stage <==
step                cells  worst slack [ns]  total power, mW
finish                 99             0.351            0.418
global placement       96             0.396            0.295
detailed placement     96             0.377            0.297
floorplan              40             0.779            0.245
global route           99             0.277            0.450
CTS                    99             0.328            0.426
==> layer usage <==
metal	wire length (um)	GRT usage [%]
met1	336	3.25
met2	447	4.57
met4	9	1.06
met3	62	1.36
met5	0	0
==> power by group <==
part / internal (mW) / total, mW / leakage (nW) / switching [mW]
combinational: 0.0504 / 0.0829 / 0.128 / 0.0325
clock: 0.0721 / 0.127 / 0.0138 / 0.0549
sequential: 0.190 / 0.208 / 0.0966 / 0.0185
total: 0.312 / 0.418 / 0.238 / 0.106
==> how the worst max path moves through the flow <==
stage	startpoint	endpoint	slack [ns]	cells after the start
final	count_reg[0]	out[0]	0.35	1
after global routing	count_reg[0]	out[0]	0.28	1
after CTS	count_reg[0]	out[0]	0.33	1
Power figures rest on the tool's default switching activity, not on a simulated workload.
