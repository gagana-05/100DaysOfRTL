**flow/constraint.sdc**
```tcl
current_design alu

set clk_period 3.3
set clk_io_pct 0.2

create_clock -name clk0 -period $clk_period [get_ports {clk}]

set non_clock_inputs [all_inputs -no_clocks]
set_input_delay [expr $clk_period * $clk_io_pct] -clock clk0 $non_clock_inputs
set_output_delay [expr $clk_period * $clk_io_pct] -clock clk0 [all_outputs]
```
**flow/design.v**
```verilog
module alu#(parameter N = 8)(a, b, out, sel, clk, reset);
input [N-1:0] a, b;
input [2:0]sel;
input clk, reset;
output reg [N-1:0] out;
reg carry;
parameter ADD = 3'b000,
          SUB = 3'b001,
          LSL = 3'b010,
          LSR = 3'b011,
          AND = 3'b100,
          OR  = 3'b101,
          XOR = 3'b110,
          EQL = 3'b111;
always @(posedge clk) begin
if (reset) begin
out <= 0;
end
else begin
    case (sel)
        ADD: {carry, out} <= a + b;
        SUB: out <= a - b;
        LSL: out <= a << b;
        LSR: out <= a >> b;
        AND: out <= a & b;
        OR:  out <= a | b;
        XOR: out <= a ^ b;
        EQL: out <= a == b;
    endcase
end
end
endmodule
```
**flow/run.sh**
```bash
#!/bin/bash
# OpenROAD 26Q1-2900-gdf79404cd8, Yosys 0.63+post, stock flow scripts
make -C /OpenROAD-flow-scripts/flow DESIGN_CONFIG=/design/flow/config.mk WORK_HOME=/design/flow/orfs finish
```
**flow/config.mk**
```make
export PLATFORM = sky130hd
export DESIGN_NAME = alu
export DESIGN_NICKNAME = alu
export VERILOG_FILES = /design/flow/design.v
export SDC_FILE = /design/flow/constraint.sdc
export NUM_CORES = 4
export LEC_CHECK = 1
export CORE_AREA = 10 10 108 108
export DIE_AREA = 0 0 118 118
```
==> impl_metrics.ini <==
; physical design summary
[status]
status = finished, final reports clean

[floorplan]
io_pins = 29
fp_util_pct = 20.28
die_h_um = 118
die_w_um = 118
row_count = 35
core-area_um2 = 9284
chip_area_um2 = 13920

[cells_and_area]
largest_reg_flops = 8
lay_top_cells = clkdlybuf4s50_1 (28), inv_1 (24), ha_1 (23)
final_common_cell = clkdlybuf4s50_1
finalNonFillerCells = 410
syn2layout_area_growth_pct = 27.97
top_regs = out x8
fill_cells = 1036
largest-register = out
drive_above_1_share_pct = 12.46
fin_util_pct = 25.96

[global_routing]
track_usage_pct = 8.823
grt_pass1_vias = 1939
grt_pass1_wl_um = 10320
grt_max_degree = 23
grt_antenna_before_repair = 0
grt.overflow.total = 0

[power]
power_density_nw_per_um2 = 217.0
p_leak_nw = 0.9809
total_power_mw = 0.5229
peakVddDrop_mv = 0.07036

[placement]
dp_hpwl_um = 5087
dp_cells = 407
gp_congestion = 0.9636
io_buffers = 28

[final_timing]
whs_ns = 1.217
worst_pin_slew_ns = 0.6441
slew_headroom_pct = 56.73
drv_slew = 0
timing.final.crit_period_ns = 2.804
fin_setup_tns_ns = 0
hold_violations = 0
timing.final.crit_share_pct = 84.98
fmax_mhz = 356.6
rsz0062_at_grt = false
setup_violations = 0

[clock_tree]
clkSlewWorstSetupHoldPaths_ns = 0.04
numCtsBuffers = 3
cts_tree = yes
cts_setup_buffers = 0
cts_resized = 0
cts_sinks = 8
cts_max_level = 1
cts_hold_buffers = 0
clockBufferDepth = 2
cts_root_buf = clkbuf_8

[drt]
vias_per_cell = 4.790
antenna_cells = 0
wl_per_cell_um = 15.30
ant_nets = 0
drt-initial-drc-count = 155
drcViolationCount = 0
num_vias = 1964
drt-total-wl_um = 6271
dr.pass1.iters = 5

[logic_synthesis]
syn-cell-area_um2 = 1883
top_area_cell = ha_1
syn_area_per_cell_um2 = 7.532
postSynthSeqShare_pct = 8.505
ys_ff = 8
async_flop_share_pct = 0
synthTopCellsByArea = ha_1 (15%), dfxtp_1 (8.5%), mux4_2 (6.0%)
ys_cells = 250
synth-edff-count = 0
ff_type = dfxtp_1
ys_warn_count = 1
ys_area_um2 = 1883
yosysTopAreaCellShare_pct = 15.28
ys_types = 62
syn_inst = 250

[hold_path]
worstHoldPathType = input port to flop
min_from = reset
hold-path-cell-count = 2
whs_endpoint = out[3]$_SDFF_PP0_

[setup_path]
start_kind = input port
crit_required_ns = 3.40
cp.arrival_ns = 2.91
crit_path_end_kind = flop
cp_max_fo = 2
critical_path_class = input port to flop

[flow_run]
warnings = 40
maxCapViolCount = 0
-- stage by stage --
stage               instance area (um^2)  setup slack, ns
detailed placement                  2369           0.2780
global placement                    2369           0.2665
CTS                                 2410           0.5045
floorplan                           1883           0.6968
finish                              2410           0.4958
global route                        2410           0.3596
-- metal layers --
metal	global-route usage [%]	part of all wire [%]
met1	13.38	49
met2	13.25	42
met3	1.361	8.1
met4	0.7728	0.40
met5	0	0
-- worst max-delay path by stage --
stage     start                 to  slack [ns]  depth (start not counted)
4_1_cts    a[0]  out[6]$_SDFF_PP0_        0.50                         10
5_1_grt    a[0]  out[6]$_SDFF_PP0_        0.36                         11
6_report   a[0]  out[6]$_SDFF_PP0_        0.50                         10
-- power by group --
| group | switching [mW] | total (mW) | internal [mW] |
|---|---|---|---|
| Clock | 0.0316 | 0.110 | 0.0784 |
| Combinational | 0.161 | 0.305 | 0.144 |
| Sequential | 0.00230 | 0.108 | 0.106 |
| Total | 0.195 | 0.523 | 0.328 |
-- layout make-up --
type / instances / area, um^2 / share of cell area, %
timing repair buffer: 44 / 412.9 / 17.13
sequential: 8 / 160.2 / 6.646
clock buffer: 3 / 41.29 / 1.713
multi-input combinational: 200 / 1536 / 63.76
inverter: 26 / 97.59 / 4.050
tap: 129 / 161.4 / 6.698
-- cells by family after synthesis --
family	count (synthesis)	synth area share (%)
fa+ha+maj	25	17.41
buf+inv	42	9.901
mux	12	10.03
simple gates	67	19.20
flops	8	8.505
xor+xnor	8	3.721
compound gates	88	31.23
-- cell usage after synthesis (2+ instances only) --
library cell,number
a211oi_1,6
ha_1,23
clkbuf_1,5
inv_2,2
dfxtp_1,8
a21o_1,4
o21ai_1,10
nand2_1,20
mux2i_1,5
buf_6,2
o22ai_1,4
inv_1,24
o21ai_0,13
xnor2_1,7
o21bai_1,3
buf_2,8
nor2_1,16
nand3b_1,2
nor3_1,8
nor2b_1,3
fa_1,2
mux4_2,5
a221oi_1,4
nand2b_1,2
o211ai_1,4
a21oi_1,21
o2bb2ai_1,2
nand3_1,3
-- critical path, cell delays in order --
cell and delay (ns):
clkdlybuf4s50_1 0.48, inv_1 0.07, ha_1 0.24, fa_1 0.42, o21ba_1 0.23, o211ai_1 0.19
a21oi_1 0.10, xnor2_1 0.14, a21boi_0 0.10, o221a_1 0.28
Power figures rest on the tool's default switching activity, not on a simulated workload.
