--- design.v ---
module pToSReg#(parameter N = 4)(clk, reset, empty_o, parallel_i, serial_o, valid_o);
input clk, reset;
output empty_o;
input [N-1:0] parallel_i;
output serial_o, valid_o;
reg [N-1:0] shift_ff, nxt_shift_ff;
reg [N-1:0] count_ff, nxt_count_ff;
always @(posedge clk) begin
    if(reset)
        shift_ff <= 0;
    else 
        shift_ff <= nxt_shift_ff;
    end
    assign nxt_shift_ff = empty_o ? parallel_i : {1'b0,shift_ff[3:1]};
    assign serial_o = shift_ff[0];
    always @(posedge clk) begin
        if(reset)
            count_ff <= 0;
        else
            count_ff <= nxt_count_ff;
    end
    assign nxt_count_ff = (count_ff == 3'h4) ? 3'h0 : count_ff + 1;
    assign valid_o = (count_ff > 0);
    assign empty_o = (count_ff == 0);
endmodule
--- run.sh ---
#!/bin/bash
# OpenROAD 26Q1-2900-gdf79404cd8, Yosys 0.63+post, stock flow scripts
make -C /OpenROAD-flow-scripts/flow DESIGN_CONFIG=/design/flow/config.mk WORK_HOME=/design/flow/orfs finish
--- config.mk ---
export PLATFORM = sky130hd
export DESIGN_NAME = pToSReg
export DESIGN_NICKNAME = pToSReg
export VERILOG_FILES = /design/flow/design.v
export SDC_FILE = /design/flow/constraint.sdc
export NUM_CORES = 4
export LEC_CHECK = 1
export CORE_AREA = 10 10 70 70
export DIE_AREA = 0 0 80 80
--- constraint.sdc ---
current_design pToSReg

set clk_period 2.3
set clk_io_pct 0.2

create_clock -name clk0 -period $clk_period [get_ports {clk}]

set non_clock_inputs [all_inputs -no_clocks]
set_input_delay [expr $clk_period * $clk_io_pct] -clock clk0 $non_clock_inputs
set_output_delay [expr $clk_period * $clk_io_pct] -clock clk0 [all_outputs]
==> flow_summary.ini <==
; yosys + openroad results
[floorplan]
core.rowCount = 21
core_area_um2 = 3420
die_width_um = 80
num_io_pins = 9
initCoreUtil = 0.0996
die_h_um = 80
die_area_um2 = 6400

[cells_and_area]
combGateArea_um2 = 161
flop_area_um2 = 160
final.fill_count = 382
area_delta_synth_final_pct = 46.0
drive_gt1_frac = 0.114
utilization = 0.145
layout_top_cells = dfxtp_1, clkdlybuf4s50_1, nor2_1

[logic_synthesis]
mux_area_frac = 0.118
yosysTopAreaCell = dfxtp_1
netlist_instances = 34
ys_sh_simple = 0.224
syn-cell-area_um2 = 340
topCellsByArea = dfxtp_1, mux2i_1, ha_1, nor2_1, nor3b_4
ys_sh_aoi = 0.0588
ys_seq_frac = 0.471
yosys-stat-area_um2 = 340
fa_ha_area_frac = 0.0735
synth_cell_types = 15
avgSynthCellArea_um2 = 10.0
top_area_frac = 0.471
ys.flops = 8
logic_family = simple AND/OR/NAND/NOR gates
yosysWarnings = 3
ys_cells = 34
xor_area_frac = 0

[power]
p_total_mw = 0.328
p_sw_frac = 0.233
p_sw_mw = 0.0765
p_comb_frac = 0.206
pwr-share-seq = 0.477
ir_drop_mv = 0.148
p_leak_nw = 0.199
p_int_mw = 0.251
pwr_density_cell_nw_per_um2 = 660
clock_power_share = 0.317

[global_route]
grt_pass1_vias = 239
grt_pass1_wl_um = 966
grt_remaining_overflow = 0
grt_max_degree = 9
grt.total_usage = 0.0198
grt_antenna_before_repair = 0

[hold_path]
hold_end = shift_ff[1]
hold_class = reg2reg
whs_path_depth = 2
hp-start = shift_ff[2]

[drt]
drc_errors = 0
first_pass_iters = 2
diodes = 0
first_iter_violations = 21
antenna_left = 0
routed_via_density = 2.76
dr_total_vias = 248
totalWireLength_um = 643
wire_per_inst_um = 7.14

[place]
place.gp.congestion = 0.686
dp_slack_ns = 0.409
detailed_place_hpwl_um = 472
io_buffers = 8

[timing]
hold_viol = 0
worst_pin_slew_ns = 0.330
fin_crit_sh = 0.940
period_needed_ns = 2.16
setup_slack_ns = 0.137
finalHoldWorstSlack_ns = 0.465
rsz0062_at_grt = false
setup_violations = 0
fmax_mhz = 462
relSlewSlack = 0.780
drv_slew = 0
fin_setup_tns_ns = 0
fin_skew_ns = 0.00305

[clock_tree]
cts.reportedPaths.clkPinSlew_ns = 0.05
cts_buffer_depth = 2
cts_resized = 0
cts_root_buffer = clkbuf_4
hold_buffers = 0
clk_latency_ns = 0.25
cts_sinks = 8
htree_levels = 1
cts_tree = built
cts_buffers = 3
postCtsSetupRepairBufs = 0

[run]
warnings = 26
max_cap_violations = 0

[critical_path]
crit_slowest_cell = clkdlybuf4s50_1
arrival_ns = 1.70
critPathMaxStageDelay_ns = 0.53
crit_fanout = 5
r2r-start = count_ff[0]
critPathRequiredTime_ns = 1.84
cp-end-kind = primary output
reg2reg_to = shift_ff[0]
r2r_cells = 5
path_cells = inv_1 > ha_1 > nor3b_4 > clkdlybuf4s50_1
rrSetupSlack_ns = 0.97
critPathKind = reg2out
critPathLaunchType = register

[run_status]
status = completed
[area by class of cell]
| cell class | count | share of cell area |
|---|---|---|
| inverters | 4 | 0.0302 |
| repair buffers | 8 | 0.161 |
| well taps | 46 | 0.116 |
| clock buffers | 3 | 0.0453 |
| multi-input cells | 21 | 0.325 |
| flip-flops and latches | 8 | 0.322 |
[registers in the layout (all words and copies together) (netlist names)]
register,flops
count_ff,4
shift_ff,4
[power groups by stage]
stage	combinational [mW]	sequential (mW)	clock, mW
4_1_cts	0.0681	0.156	0.108
5_1_grt	0.0752	0.157	0.119
6_report	0.0676	0.156	0.104
[worst max path at each step]
| stage | start | to | slack, ns | depth (start not counted) |
|---|---|---|---|---|
| global route | count_ff[0] | empty_o | 0.04 | 4 |
| CTS | count_ff[0] | empty_o | 0.13 | 4 |
| finish | count_ff[0] | empty_o | 0.14 | 4 |
[kinds of logic (layout without fill, tap and decap cells)]
kind of cell    after synthesis  in the layout
simple gates                 12             12
buf+inv                       5             15
mux                           4              4
flops                         8              8
fa+ha+maj                     2              2
compound gates                3              3
[cell usage after synthesis]
library cell and number:
dfxtp_1 8, nor2_1 5, mux2i_1 4, inv_1 3, a211oi_1 2, ha_1 2
nor2b_1 2, buf_1 1, inv_2 1, nand2b_1 1, nand3_1 1, nor3b_1 1
nor3b_4 1, o21ai_0 1, or2b_1 1
[through the flow]
step                area, um^2  instances
finish                     497         90
global route               497         90
CTS                        497         90
detailed placement         474         87
global placement           474         87
floorplan                  340         34
[critical path: cells and delay by family (launching register included)]
kind          cells  cell delay (ns)
buf+inv           2             0.60
flops             1             0.34
simple gates      1             0.34
fa+ha+maj         1             0.18
[layer usage]
metal  GRT usage  vias to the layer above  wire (um)
li1            -                      131          -
met1      0.0235                      106        321
met3      0.0227                        0        119
met4     0.00176                        0          0
met2      0.0233                       11        201
met5           0                        -          0
No activity file was given, so power comes from the tool's default toggle rates.
